## flow/config.mk

```make
export PLATFORM = sky130hd
export DESIGN_NAME = wrt_controller
export DESIGN_NICKNAME = wrt_controller
export VERILOG_FILES = /design/flow/design.v
export SDC_FILE = /design/flow/constraint.sdc
export NUM_CORES = 4
export LEC_CHECK = 1
export CORE_UTILIZATION = 30
```

## flow/constraint.sdc

```tcl
current_design wrt_controller

set clk_period 2.0
set clk_io_pct 0.2

create_clock -name clk0 -period $clk_period [get_ports {m_axi_lite_aclk}]

set non_clock_inputs [all_inputs -no_clocks]
set_input_delay [expr $clk_period * $clk_io_pct] -clock clk0 $non_clock_inputs
set_output_delay [expr $clk_period * $clk_io_pct] -clock clk0 [all_outputs]
```

## flow/design.v

```verilog
module wrt_controller #(parameter n=32) (
     output reg [n-1:0] m_axi_lite_awaddr,  
     output reg m_axi_lite_awvalid,  
     output reg [n-1:0]m_axi_lite_wdata,  
     output reg m_axi_lite_wvalid,  
     output reg [(n/8)-1:0]m_axi_lite_wstrb,  
     output reg m_axi_lite_bready,  
     output reg Bus2IP_Mst_CmdAck,  
     output reg Bus2IP_Mst_Cmplt,  
     output reg Bus2IP_Mst_dst_Rdy_n,  
     output reg md_error,  
     output reg BUS2IP_Mst_Error, 
     input m_axi_lite_aclk,  
     input m_axi_lite_aresetn,  
     input IP2Bus_MstWr_Req,  
     input [n-1:0] IP2Bus_Mst_Addr,  
     input [n-1:0] IP2Bus_MstWr_d,  
     input [(n/8)-1:0]IP2Bus_Mst_BE,  
     input m_axi_lite_awready,  
     input m_axi_lite_wready,  
     input m_axi_lite_bvalid,  
     input [1:0]m_axi_lite_bresp    
     );
     reg [2:0] present_state,next_state;           
     reg x;     
     parameter s0=3'b000;
     parameter s1=3'b001;
     parameter s2=3'b010;
     parameter s3=3'b011;
     parameter s4=3'b100;
     parameter s5=3'b101;
     always @ (posedge m_axi_lite_aclk , negedge m_axi_lite_aresetn)  begin 
          if (!m_axi_lite_aresetn)
            present_state<=s0;
          else 
            present_state<=next_state;          
     end
     always @* begin
          next_state = next_state_logic_f (present_state,
                              m_axi_lite_aresetn,
                              IP2Bus_MstWr_Req,
                              m_axi_lite_awready,
                              m_axi_lite_wready,
                              m_axi_lite_bvalid);
     end
     always @* begin
             if (!m_axi_lite_aresetn)
               md_error<=0;
          case (present_state)          
               s0 : begin
                    m_axi_lite_bready<=0;
                    m_axi_lite_awvalid<=0;
                    m_axi_lite_wvalid<=0;
                    m_axi_lite_wstrb<=4'hF;
                    m_axi_lite_awaddr<=0;
                    Bus2IP_Mst_CmdAck<=0;
                    Bus2IP_Mst_Cmplt<=0;
                    BUS2IP_Mst_Error<=0;
                    m_axi_lite_wdata<=0;
                    Bus2IP_Mst_dst_Rdy_n<=1;       
               end
               s1 : begin
                    m_axi_lite_awvalid<=1;         
                    m_axi_lite_wvalid<=1;          
                    m_axi_lite_bready<=1;          
               end
               s2 : begin
                     if (m_axi_lite_awready & m_axi_lite_wready & m_axi_lite_wvalid & m_axi_lite_awvalid) begin
                         m_axi_lite_awaddr <= IP2Bus_Mst_Addr;      
                         m_axi_lite_wstrb <= IP2Bus_Mst_BE;         
                         m_axi_lite_wdata <= IP2Bus_MstWr_d;           
                         Bus2IP_Mst_CmdAck<=1;             
                         m_axi_lite_awvalid<=0;                   
                         Bus2IP_Mst_CmdAck<=0;
                    end
               end     
               s3 : begin
                    if (m_axi_lite_awready && m_axi_lite_awvalid ) begin
                         m_axi_lite_awaddr <= IP2Bus_Mst_Addr;         
                         Bus2IP_Mst_CmdAck<=1;            
                         m_axi_lite_awvalid<=0;                  
                         Bus2IP_Mst_CmdAck<=0;
                    end
               end
               s4 : begin
                    if (m_axi_lite_wready && m_axi_lite_wvalid ) begin
                         m_axi_lite_wstrb <= IP2Bus_Mst_BE;  
                         m_axi_lite_wdata <= IP2Bus_MstWr_d;         
                    end
               end 
               s5 : begin
                    if(m_axi_lite_bresp>0)begin                 
                         BUS2IP_Mst_Error<=1;                   
                         md_error<=1;              
                    end
                    else  BUS2IP_Mst_Error<=0;
                    m_axi_lite_bready<=0;                              
                    Bus2IP_Mst_Cmplt<=1;                               
                    Bus2IP_Mst_dst_Rdy_n<=0;                           
               end
          endcase
     end
     function [2:0] next_state_logic_f;
          input [2:0] present_state;
          input m_axi_lite_aresetn,IP2Bus_MstWr_Req,m_axi_lite_awready,m_axi_lite_wready,m_axi_lite_bvalid;
          begin
          if (!m_axi_lite_aresetn)
               next_state_logic_f=s0;
          else begin      
          case (present_state)
               s0: begin
                    x=0;
                    if (!m_axi_lite_aresetn)
                         next_state_logic_f = s0;
                    else if (IP2Bus_MstWr_Req)
                         next_state_logic_f = s1;
               end
               s1: begin
                    if (m_axi_lite_awready & m_axi_lite_wready) begin
                         next_state_logic_f = s2;
                    end
                    else if (m_axi_lite_awready) begin
                         next_state_logic_f = s3;
                    end
                    else if (m_axi_lite_wready) begin
                         next_state_logic_f = s4;
                    end
               end              
               s2: begin
                    if (m_axi_lite_bvalid) begin
                         next_state_logic_f = s5;
                    end
               end
               s3: begin
                    if ((x==1) && (m_axi_lite_bvalid)) begin
                         next_state_logic_f = s5;
                    end 
                    else if (m_axi_lite_wready) begin
                         x=1;            
                         next_state_logic_f = s4;
                    end
               end
               s4: begin
                    if ((x==1) && (m_axi_lite_bvalid)) begin
                         next_state_logic_f = s5;
                    end 
                    else if (m_axi_lite_awready) begin
                         x=1;            
                         next_state_logic_f = s3;
                    end
               end
               s5 : begin
                    next_state_logic_f = s0;
               end
          endcase
          end
          end
     endfunction
endmodule      
```

## flow/run.sh

```bash
#!/bin/bash
# OpenROAD 26Q1-2900-gdf79404cd8, Yosys 0.63+post, stock flow scripts
make -C /OpenROAD-flow-scripts/flow DESIGN_CONFIG=/design/flow/config.mk WORK_HOME=/design/flow/orfs finish
```

==> reports/qor.csv <==
metric,value,unit
status,"complete, no violations",
number of rows in the core area,29,
worst vdd ir,585,µV
number of instances in the placed design,422,
hpwl dp,4090,µm
Leakage,1.47,nW
largest fanout on the critical path,14,
Post-Synth Adder-Cell Area,0,%
mean post-synth cell area,9.93,µm²
switching part of the total power,19.4,%
RSZ-0062 raised after global routing,false,
biggest area contributors in the synthesized netlist,"sky130_fd_sc_hd__dlxtn_1, sky130_fd_sc_hd__nor2b_1, sky130_fd_sc_hd__dfrtp_1",
TritonCTS clock tree,built,
endpoint of the worst register-to-register path,present_state[4]$_DFF_PN0_,
number of hold-slack violations in the final timing report,0,
area of the synthesized netlist per yosys stat,2010,µm²
layout cells sized above 1,4.58,%
number of nets still failing antenna checks after routing,0,
worst reg2reg setup slack,0.96,ns
Final Non-Filler Cells,426,
height of the die,83.8,µm
post-CTS repair timing setup buffer count,0,
internal power contribution,0.000553,W
last element of the critical path,present_state[2]$_DFF_PN0_,
register pins left without a clock,76,
synth warn,5,
chip area,7020,µm²
ant diodes,0,
simple-gate share of the synthesized area,28.2,%
Top Layout Cells,"sky130_fd_sc_hd__clkdlybuf4s50_1, sky130_fd_sc_hd__dlxtn_1, sky130_fd_sc_hd__nor2b_1, sky130_fd_sc_hd__nand2_1, sky130_fd_sc_hd__nor2_1",
total count of max-transition violations in the final report,0,
count of max-cap constraint violations,0,
first-pass GRT wire length,8150,µm
number of buffers on the longest clock path,2,
Routed Wire Length,5190,µm
library cell occupying the most area in the post-synthesis netlist,sky130_fd_sc_hd__dlxtn_1,
source-to-sink clock delay at the later pin of the worst-skew pair,0.22,ns
prevailing post-synth register cell,sky130_fd_sc_hd__dlxtn_1,
data required time of the worst path,2.15,ns
overall routing resource usage,14.8,%
"Reg clk slew, reported paths",0.04,ns
Sequential Power Share,34.3,%
switching power summed over all nets,0.000133,W
summed instance area of the synthesized netlist,2010,µm²
Clock power frac,27.4,%
routed len/inst,12.2,µm
detailed-route DRC error count,0,
clock period minus final worst setup slack,1.31,ns
Largest type area fraction,56.8,%
count of endpoints without a timing constraint,151,
Largest logic family,simple AND/OR/NAND/NOR gates,
overall overflow remaining after global route,0,
Tightest Hold Check Type,in -> async,
period utilisation layout,65.3,%
combinational share of power,38.3,%
count of mapped cells out of synthesis,202,
area share of and-or/or-and cells after synthesis,3.87,%
Port-buffer cells,150,
flip-flop and latch count after synthesis,82,
share of synthesized registers carrying an async set or reset,7.32,%
number of violations reported at the end of detailed-routing iteration 0,37,
Unique cell types,27,
most common logic cell in the routed design,sky130_fd_sc_hd__clkdlybuf4s50_1,
initial antenna violation count,0,
number of clock buffers inserted by TritonCTS,3,
number of hold buffers added after cts,0,
pin count of the biggest net entering global routing,37,
Tool Warnings,25,
Cell Pwr Density,190,nW/µm²
maximum operating frequency,0.766,GHz
setup violators final,0,
Reg2Reg Depth,3,
number of gates resized after cts,0,
Slew HR,49.8,%
transition time at the pin with the least slew margin,0.752,ns
post-route clock skew,0.000369,ns
final worst hold slack,0.527,ns
critical path capture point type,register,
Initial Utilization,31.4,%
critical path launch point type,input port,
Post-synth EDFFs,0,
horizontal die dimension,83.8,µm
startpoint of the worst-slack reg-to-reg timing path,present_state[1]$_DFF_PN0_,
Critical Setup Path Class,in -> reg,
P&R area growth vs syn,80.2,%
worst endpoint data arrival time,1.45,ns
CTS root buffer,sky130_fd_sc_hd__clkbuf_8,
vias in the first global route,1612,
core region area,6390,µm²
launching instance or port of the critical path,m_axi_lite_aresetn,
total number of vias,1766,
depth of the CTS H-tree,1,
Detailed Routing Iterations Pass 1,4,
yosys cell count,202,
vias per std cell,4.15,
xor and xnor fraction of the mapped netlist area,0,%
multiplexer area fraction after synthesis,0,%
global placement routability congestion,0.830,
setup tns final,0,ns
Ports,152,
==> cell families after synthesis <==
logic type	after synthesis
buffers and inverters	11
latches	76
DFF	6
and+or+nand+nor	96
other	1
AOI/OAI and AO/OA	12
==> cell usage after synthesis (all sizes together) (2+ instances only) <==
master  number
a21oi        4
buf          8
dfrtp        5
dlxtn       76
inv          2
nand2       12
nor2         9
nor2b       65
o21ai        4
or2          5
==> through the flow <==
| step | area [µm²] | setup WS [ns] | total power, W | utilization, % |
|---|---|---|---|---|
| finish | 3610 | 0.694 | 0.000686 | 56.6 |
| detailed placement | 3570 | 0.473 | 0.000502 | 55.9 |
| global route | 3610 | 0.613 | 0.000725 | 56.6 |
| CTS | 3610 | 0.683 | 0.000693 | 56.6 |
| floorplan | 2010 | 1.01 | 0.000299 | - |
| global placement | 3570 | 0.496 | 0.000501 | 55.9 |
==> registers in the layout, indices dropped and copies added, names as in the netlist, 4 cells and up <==
register / cells
m_axi_lite_awaddr: 32
m_axi_lite_wdata: 32
present_state: 6
m_axi_lite_wstrb: 4
==> cell type report <==
| cell class | instances | area (µm²) |
|---|---|---|
| clock buffers | 4 | 45.0 |
| fillers | 573 | 2770 |
| inverters | 2 | 7.51 |
| multi-input cells | 109 | 656 |
| flip-flops and latches | 82 | 1290 |
| well taps | 77 | 96.3 |
| repair buffers | 152 | 1520 |
==> routing by layer <==
layer / track usage (%) / vias up / share of wire, %
li1: - / 910 / -
met4: 1.39 / 0 / 1.0
met1: 20.6 / 763 / 44
met5: 0 / - / 0
met2: 25.2 / 89 / 46
met3: 3.31 / 4 / 8.5
==> critical path, stage by stage <==
cell	delay (ns)
sky130_fd_sc_hd__clkdlybuf4s50_1	0.79
sky130_fd_sc_hd__nand2_1	0.13
sky130_fd_sc_hd__nor2_1	0.13
==> power groups by stage <==
stage	Sequential [W]	Clock (W)	Combinational, W
after CTS	0.000236	0.000191	0.000267
after global routing	0.000238	0.000201	0.000286
final	0.000235	0.000188	0.000263
==> worst min path at each step <==
stage	start	endpoint	depth (start not counted)
4_1_cts	m_axi_lite_aresetn	present_state[2]$_DFF_PN0_	1
5_1_grt	m_axi_lite_aresetn	present_state[3]$_DFF_PN0_	1
6_report	m_axi_lite_aresetn	present_state[3]$_DFF_PN0_	1
Power is estimated from default activity; no workload was simulated.
